==> /design/flow/run.sh <==
#!/bin/bash
# OpenROAD 26Q1-2900-gdf79404cd8, Yosys 0.63+post, stock flow scripts
make -C /OpenROAD-flow-scripts/flow DESIGN_CONFIG=/design/flow/config.mk WORK_HOME=/design/flow/orfs finish
==> /design/flow/config.mk <==
export PLATFORM = sky130hd
export DESIGN_NAME = codec_intf
export DESIGN_NICKNAME = codec_intf
export VERILOG_FILES = /design/flow/design.v
export SDC_FILE = /design/flow/constraint.sdc
export NUM_CORES = 4
export LEC_CHECK = 1
export CORE_UTILIZATION = 50
==> /design/flow/constraint.sdc <==
current_design codec_intf

set clk_period 6.9
set clk_io_pct 0.2

create_clock -name clk0 -period $clk_period [get_ports {clk}]

set non_clock_inputs [all_inputs -no_clocks]
set_input_delay [expr $clk_period * $clk_io_pct] -clock clk0 $non_clock_inputs
set_output_delay [expr $clk_period * $clk_io_pct] -clock clk0 [all_outputs]
==> /design/flow/design.v <==
module codec_intf(clk, rst_n, LRCLK, SCLK, MCLK, RSTn, SDout, SDin, lft_in, rht_in, valid, lft_out, rht_out);
input clk, rst_n;
input [15:0] lft_out, rht_out;
output [15:0] lft_in, rht_in;
output reg valid;
input SDout;
output SDin;
output reg RSTn;
output LRCLK, SCLK, MCLK;
reg [9:0] cnt;	 
wire LRCLK_rising, LRCLK_falling, SCLK_rising, SCLK_falling;	 
wire set_vld;	 
reg [15:0] rht_buffer, lft_buffer, shift_reg_SDin, shift_reg_lft_in, shift_reg_rht_in;	 
always_ff @(posedge clk, negedge rst_n)
	if (!rst_n)
		RSTn <= 1'b0;
	else if (LRCLK_rising)
		RSTn <= 1'b1;
always_ff @(posedge clk, negedge rst_n)
	if (!rst_n)
		cnt <= 10'h200;
	else
		cnt <= cnt + 1'b1;
always_ff @(posedge clk, negedge rst_n)
	if (!rst_n)
		lft_buffer <= 16'h0000;
	else if (set_vld)
		lft_buffer <= lft_out;
always_ff @(posedge clk, negedge rst_n)
	if (!rst_n)
		rht_buffer <= 16'h0000;
	else if (set_vld)
		rht_buffer <= rht_out;
always_ff @(posedge clk, negedge rst_n)
	if (!rst_n)
		shift_reg_SDin <= 16'h0000;
	else if (LRCLK_rising)
		shift_reg_SDin <= lft_buffer;
	else if (LRCLK_falling)
		shift_reg_SDin <= rht_buffer;
	else if (SCLK_falling)
		shift_reg_SDin <= {shift_reg_SDin[14:0], 1'b0};
always_ff @(posedge clk)
	if (LRCLK && SCLK_rising)
		shift_reg_lft_in <= {shift_reg_lft_in[14:0], SDout};
always_ff @(posedge clk)
	if (!LRCLK && SCLK_rising)
		shift_reg_rht_in <= {shift_reg_rht_in[14:0], SDout};
assign SDin = shift_reg_SDin[15];
assign lft_in = shift_reg_lft_in;	 
assign rht_in = shift_reg_rht_in;	 
always_ff @(posedge clk, negedge rst_n)
	if (!rst_n)
		valid <= 1'b0;
	else if (set_vld && SCLK_rising)
		valid <= 1'b1;
	else if (SCLK_falling)
		valid <= 1'b0;
assign LRCLK = cnt[9];	 
assign SCLK = cnt[4];	 
assign MCLK = cnt[1];	 
assign set_vld = (cnt == 10'h1ef) ? 1'b1 : 1'b0;			 
assign LRCLK_rising = (~cnt[9] && &cnt[8:0]) ? 1'b1 : 1'b0;	 
assign LRCLK_falling = (&cnt) ? 1'b1 : 1'b0;				 
assign SCLK_rising = (~cnt[4] && &cnt[3:0]) ? 1'b1 : 1'b0;	 
assign SCLK_falling = (&cnt[4:0]) ? 1'b1 : 1'b0;			 
endmodule
==> qor.json <==
{
  "design.portCount": {"value": 73},
  "worstHoldStart": {"value": "shift_reg_lft_in[9]"},
  "layout.cell_area.non_filler": {"value": 4527, "unit": "µm²"},
  "power_leakage": {"value": 1.805, "unit": "nW"},
  "timing.critical_path.depth": {"value": 1},
  "syn-mean-instance-area": {"value": 15.92, "unit": "µm²"},
  "crit_family": {"value": "flip-flops"},
  "cp_num_buf_inv": {"value": 1},
  "insertion_delay": {"value": 0.35, "unit": "ns"},
  "synth-seq-area-share": {"value": 0.6938},
  "asyncSetResetFlopFracSynth": {"value": 0.6522},
  "row_count": {"value": 30},
  "detailedRoute.firstPassIterationCount": {"value": 6},
  "synth.distinct_cells": {"value": 30},
  "synth-area-yosys": {"value": 3551, "unit": "µm²"},
  "critical_path.endpoint_type": {"value": "primary output"},
  "post_cts_hold_fix_buffer_tally": {"value": 0},
  "ys_seq_elements": {"value": 92},
  "tritoncts.num_buffers": {"value": 9},
  "num_vias": {"value": 2034},
  "placeableCoreArea": {"value": 6832, "unit": "µm²"},
  "num_antenna_cells": {"value": 0},
  "r2r-end": {"value": "shift_reg_SDin[10]"},
  "global_route.overflow_total": {"value": 0},
  "achievable-frequency": {"value": 0.3549, "unit": "GHz"},
  "viasPerCell": {"value": 5.085},
  "htree_num_levels": {"value": 3},
  "io_buffers": {"value": 72},
  "worst-path-max-fanout": {"value": 8},
  "chip_height": {"value": 86.27, "unit": "µm"},
  "ys_cells": {"value": 223},
  "cts_tree": {"value": "built"},
  "timing.critical_path.from_type": {"value": "register"},
  "slew-limit-headroom": {"value": 0.4890},
  "grt_usage": {"value": 0.1818},
  "ys.warnings.count": {"value": 1},
  "drt_iter0_drc": {"value": 70},
  "netlist_area_before_placement": {"value": 3551, "unit": "µm²"},
  "ys.flop_type": {"value": "sky130_fd_sc_hd__dfrtp_1"},
  "slowest_stage": {"value": "sky130_fd_sc_hd__dfstp_2"},
  "post-route-drc-count": {"value": 0},
  "timing.critical_path.slowest_cell_delay": {"value": 0.60, "unit": "ns"},
  "clkSinkCount": {"value": 92},
  "filler_cell_count": {"value": 515},
  "routed_wirelength": {"value": 6062, "unit": "µm"},
  "timing_worst_slew_pin_value": {"value": 0.7665, "unit": "ns"},
  "max_cap_violations": {"value": 0},
  "hold_viol_final": {"value": 0},
  "irDropWorstVdd": {"value": 0.1486, "unit": "mV"},
  "postPlaceCellArea": {"value": 4345, "unit": "µm²"},
  "placement.setup.worst_slack": {"value": 4.468, "unit": "ns"},
  "finalMaxSlewViolations": {"value": 0},
  "outcome": {"value": "finished clean"},
  "place.detailed.hpwl": {"value": 3917, "unit": "µm"},
  "area_delta_synth_final": {"value": 27.48, "unit": "%"},
  "final.setup.tns": {"value": 0, "unit": "ns"},
  "place_congestion": {"value": 0.7621},
  "grt_pass1_vias": {"value": 1979},
  "setup_slack_reg_to_reg": {"value": 4.45, "unit": "ns"},
  "layout_setup_ws": {"value": 4.082, "unit": "ns"},
  "worst_ep_required_time": {"value": 5.52, "unit": "ns"},
  "final.period_utilization": {"value": 0.4084},
  "cp_cell_sequence": {"value": "clkdlybuf4s50_1"},
  "grt_max_degree": {"value": 61},
  "finalCriticalPeriod": {"value": 2.818, "unit": "ns"},
  "r2r_start": {"value": "cnt[1]"},
  "worst_ep_arrival_time": {"value": 1.44, "unit": "ns"},
  "timing.setup.critical_path_class": {"value": "reg2out"},
  "ctsLongestPathBuffers": {"value": 2},
  "synth-edff-count": {"value": 32},
  "cts_setup_buffers": {"value": 0},
  "power-per-cell-area": {"value": 209.4, "unit": "nW/µm²"},
  "worst_reg_to_reg_path_cell_count": {"value": 9},
  "finalPower": {"value": 948.1, "unit": "µW"},
  "postSynthCellCount": {"value": 223},
  "worstHoldEndpoint": {"value": "shift_reg_lft_in[10]"},
  "log.warning_count": {"value": 27},
  "grt_setup_unrepaired": {"value": "false"},
  "number_of_gates_resized_after_cts": {"value": 0},
  "hold_path_class": {"value": "reg2reg"},
  "drive_gt1_frac": {"value": 0.2204},
  "worst_clock_skew": {"value": 0.01333, "unit": "ns"},
  "wl_per_cell": {"value": 15.16, "unit": "µm"},
  "timing.final.setup_violations": {"value": 0},
  "detail-route-antenna-nets": {"value": 0},
  "cts.reportedPaths.clkPinSlew": {"value": 0.10, "unit": "ns"},
  "floorplan.core_util": {"value": 0.5198},
  "root_buffer": {"value": "sky130_fd_sc_hd__clkbuf_8"},
  "die_w": {"value": 86.27, "unit": "µm"},
  "wire_length_of_the_first_global_routing_pass": {"value": 9798, "unit": "µm"},
  "grt_antenna_before_repair": {"value": 0},
  "number_of_instances_on_the_worst_hold_path": {"value": 0},
  "die_area": {"value": 7443, "unit": "µm²"}
}
[final cells by class]
cell class	count	area, µm²	area share
multi-input cells	115	997.2	0.2203
clock inverters	6	43.79	0.009674
clock buffers	10	137.6	0.03040
flip-flops and latches	92	2464	0.5442
inverters	5	18.77	0.004146
well taps	96	120.1	0.02653
repair buffers	76	745.7	0.1647
[metrics by stage]
stage / hold slack [ns] / utilization / std cells
floorplan: 0.4003 / - / 223
finish: 0.4503 / 0.6626 / 400
CTS: 0.4525 / 0.6626 / 400
global route: 0.4614 / 0.6626 / 400
detailed placement: 0.4335 / 0.6361 / 384
global placement: 0.4319 / 0.6361 / 384
[flip-flops by register name, indices dropped and copies added, names as in the netlist]
register          count
RSTn                  1
cnt                  10
lft_buffer           16
rht_buffer           16
shift_reg_SDin       16
shift_reg_lft_in     16
shift_reg_rht_in     16
valid                 1
[where the power goes]
part           leakage (nW)  internal (mW)  total, mW  switching (mW)
Combinational         0.668         0.0244     0.0353          0.0109
Clock                0.0983          0.145      0.335           0.191
Sequential             1.04          0.572      0.578         0.00592
[cell usage after synthesis, drive strengths merged (2+ instances only)]
cell     count  area (µm²)
dfrtp       59        1476
nor2         7       28.78
mux2        32       360.4
edfxtp      32       960.9
xnor2        2       17.52
nand3        3       15.01
nand2b       2       12.51
o2bb2ai     15       131.4
and3         4       25.02
ha           4       50.05
xor2         4       35.03
buf          9       63.81
clkbuf       2       7.510
o22ai       16       156.4
a21oi       15       75.07
nand2        3       11.26
inv          5       18.77
nand4        3       31.28
[worst max path at each step]
stage | from | end | slack (ns)
after global routing | cnt[9] | LRCLK | 4.01
after CTS | cnt[9] | LRCLK | 4.05
final | cnt[9] | LRCLK | 4.08
[layer usage]
| layer | vias to the layer above | global-route usage | part of all wire |
|---|---|---|---|
| met4 | 0 | 0.01818 | 0.0087 |
| met2 | 41 | 0.2576 | 0.45 |
| li1 | 987 | - | - |
| met5 | - | 0 | 0 |
| met1 | 1000 | 0.3254 | 0.50 |
| met3 | 6 | 0.04734 | 0.046 |
[logic make-up after synthesis]
kind of cell,after synthesis,share of synthesized area
flops,92,0.6938
mux,32,0.1015
buf+inv,16,0.02537
xor+xnor,6,0.01480
simple gates,25,0.04052
fa+ha+maj,4,0.01409
compound gates,48,0.1099
[layout by cell type, fill, tap and decap left out, drive strengths merged, types with 2 or more instances in the layout]
master and n:
clkdlybuf4s50 71, dfrtp 59, mux2 32, edfxtp 32, o22ai 16, a21oi 15, o2bb2ai 15, clkbuf 10
inv 10, nor2 7, buf 5, and3 4, xor2 4, ha 4, nand3 3, nand2 3
nand4 3, xnor2 2, nand2b 2
[worst reg2reg max path: cells and delay by family, from the launching register on]
kind / cells / cell delay [ns]
flip-flops: 1 / 0.42
AND-OR/OR-AND: 2 / 0.42
buffers and inverters: 1 / 0.28
AND/OR/NAND/NOR: 4 / 0.83
adder cells (fa/ha/maj): 2 / 0.43
No activity file was given, so power comes from the tool's default toggle rates.
